[design/flow/run.sh]
#!/bin/bash
# OpenROAD 26Q1-2900-gdf79404cd8, Yosys 0.63+post, stock flow scripts
make -C /OpenROAD-flow-scripts/flow DESIGN_CONFIG=/design/flow/config.mk WORK_HOME=/design/flow/orfs finish
[design/flow/config.mk]
export PLATFORM = sky130hd
export DESIGN_NAME = AS_ckt
export DESIGN_NICKNAME = AS_ckt
export VERILOG_FILES = /design/flow/design.v
export SDC_FILE = /design/flow/constraint.sdc
export NUM_CORES = 4
export LEC_CHECK = 1
export CORE_AREA = 10 10 70 70
export DIE_AREA = 0 0 80 80
[design/flow/constraint.sdc]
current_design AS_ckt

set clk_period 2.6
set clk_io_pct 0.2

create_clock -name clk0 -period $clk_period

set non_clock_inputs [all_inputs -no_clocks]
set_input_delay [expr $clk_period * $clk_io_pct] -clock clk0 $non_clock_inputs
set_output_delay [expr $clk_period * $clk_io_pct] -clock clk0 [all_outputs]
[design/flow/design.v]
module AS_ckt(A,B,sel,S,C,overflow);
input[3:0] A,B; input sel; output[3:0] S; output C,overflow;
wire[2:0] cp;
reg[3:0] dummy_b;
always @(*) begin			 
dummy_b=B;
if(sel) dummy_b=~dummy_b;
end
fa inst_1(.A(A[0]),.B(dummy_b[0]),.C(1'b0),.Sum(S[0]),.Carry(cp[0]));
fa inst_2(.A(A[1]),.B(dummy_b[1]),.C(cp[0]),.Sum(S[1]),.Carry(cp[1]));
fa inst_3(.A(A[2]),.B(dummy_b[2]),.C(cp[1]),.Sum(S[2]),.Carry(cp[2]));
fa inst_4(.A(A[3]),.B(dummy_b[3]),.C(cp[2]),.Sum(S[3]),.Carry(C));
assign overflow=!(cp[2] ^ C);
reg[3:0] org_sum;
always @(*) begin
org_sum=S;
if (C)  org_sum=org_sum+4'b0001;
else org_sum=~org_sum;
end
endmodule
module fa(A,B,C,Sum,Carry);
input A,B,C;
wire x,y,z;
output Sum,Carry;
ha inst_1(.A(A),.B(B),.S(x),.C(y));
ha inst_2(.A(C),.B(x),.S(Sum),.C(z));
assign Carry= y|z;
endmodule
module ha(A,B,S,C);
input A,B;
output S,C;
assign S=A^B;
assign C=A&B;
endmodule
==> flow_summary.json <==
{
  "drt-pass1-iter-count": 2,
  "maxCapViolCount": 0,
  "clock_buffers": 0,
  "routabilityCongestion": 0.683,
  "ios": 15,
  "netlist_instances": 21,
  "maxSlewViolCount": 0,
  "end_kind": "primary output",
  "flops": 0,
  "synth_stat.cells": 21,
  "yosysTopAreaCell": "fa_1",
  "drive_gt1_share_pct": 55.6,
  "seqCellArea_um2": 0,
  "drt_iter0_markers": 1,
  "path_class": "in -> out",
  "fillCellCount": 415,
  "viasPerCell": 1.84,
  "track_usage_pct": 1.93,
  "violations": "setup timing",
  "finalWirelength_um": 600,
  "ys_warn_count": 1,
  "ctsHoldBuffers": 0,
  "coreArea_mm2": 0.00342,
  "grt_max_degree": 4,
  "layout.area.comb_um2": 141,
  "dp_hpwl_um": 578,
  "hold_path_class": "in -> out",
  "top_area_share_pct": 34.0,
  "ys_types": 6,
  "hold_viol_final": 0,
  "via_count": 151,
  "grt_setup_unrepaired": "true",
  "finalClockPeriodUsage_pct": 115,
  "wl_per_cell_um": 7.32,
  "synth_seq_share_pct": 0,
  "portBuffers": 15,
  "period_needed_ns": 3.00,
  "outcome": "finished, violations left",
  "fp_util_pct": 5.16,
  "ys_area_um2": 176,
  "die_h_um": 80,
  "grt_pass1_vias": 167,
  "post-place-ws_ns": -1.18,
  "areaGrowthSynthToFinish_pct": 130,
  "finalSetupViolCount": 3,
  "warning_count": 35,
  "diodes": 0,
  "vdd.ir_drop.worst_v": 0.0000983,
  "crit_arrival_ns": 2.48,
  "num_rows": 21,
  "drc": 0,
  "p_leak_uw": 0.000180,
  "syn_avg_cell_area_um2": 8.40,
  "worst_setup_path_start_kind": "input pin",
  "grt_pass1_wl_um": 952,
  "fmax_mhz": 333,
  "worst_pin_slew_ns": 0.204,
  "max-slew-margin-rel_pct": 86.3,
  "antenna_left": 0,
  "die_area_mm2": 0.00640,
  "finalPower_uw": 103,
  "area_leaders": "fa_1, xnor2_1, buf_4",
  "overflow": 0,
  "synthesis.area_um2": 176,
  "p_per_area_mw_per_mm2": 255,
  "die_w_um": 80,
  "antenna_found_initial": 0,
  "layout_setup_ws_ns": -0.399,
  "worstPathRequired_ns": 2.08,
  "path_max_fanout": 2
}
==> through the flow <==
stage | cells | util, % | hold WS, ns | TNS, ns | area [um^2]
2_1_floorplan | 21 | - | 1.22 | -0.198 | 181
3_3_place_gp | 80 | 11.0 | 2.12 | -4.57 | 374
3_5_place_dp | 80 | 11.0 | 2.11 | -4.50 | 374
4_1_cts | 82 | 11.5 | 1.73 | -1.44 | 392
5_1_grt | 82 | 11.9 | 1.77 | -1.46 | 405
6_report | 82 | 11.9 | 1.72 | -1.03 | 405
==> worst max-delay path: stages <==
cell	delay, ns
buf_6	0.09
xor2_2	0.14
ha_2	0.19
inv_2	0.04
fa_2	0.37
fa_2	0.41
fa_2	0.37
buf_6	0.13
xnor2_2	0.11
buf_2	0.11
==> report_power, final <==
group	internal, uW	switching, uW
registers	0	0
clock network	0	0
logic	69.4	34.1
total	69.4	34.1
==> cell usage after synthesis <==
cell     number
ha_1          1
xnor2_1       4
inv_1         8
xor2_1        1
buf_4         4
fa_1          3
==> cell usage in the layout (no fill, tap or decap) <==
cell,count
buf_2,2
buf_4,2
buf_6,5
clkbuf_2,1
clkdlybuf4s50_1,6
dlygate4sd2_1,2
dlymetal6s2s_1,1
fa_2,3
ha_2,1
inv_1,4
inv_2,4
xnor2_1,3
xnor2_2,1
xor2_2,1
==> logic make-up (layout without fill, tap and decap cells) <==
logic type,count (synthesis),count (layout),share of synthesized area [%]
XOR/XNOR,5,5,24.8
adder cells (fa/ha/maj),4,4,41.1
buffers and inverters,12,27,34.0
==> layer usage <==
metal / vias to the layer above / part of all wire, % / wire length (um) / track usage, %
li1: 81 / - / - / -
met1: 58 / 57 / 340 / 3.41
met2: 12 / 29 / 172 / 2.01
met3: 0 / 14 / 86 / 0.795
met4: 0 / 0 / 0 / 0
met5: - / 0 / 0 / 0
==> layout make-up <==
class,count,share of cell area [%]
repair buffers,19,43.5
multi-input cells,9,34.9
well taps,46,14.2
inverters,8,7.41
==> final timing paths <==
check	startpoint	end	slack, ns	cells after the start
worst min-delay path	sel	S[2]	1.72	6
worst max-delay path	B[0]	overflow	-0.40	10
==> timing repair <==
item,in CTS,in global routing
gates resized,31,7
gates cloned,0,0
endpoints found under the hold margin,0,0
endpoints found under the setup margin,5,4
pin swaps,7,6
setup buffers,2,0
